$ cat run.sh
#!/bin/bash
# OpenROAD 26Q1-2900-gdf79404cd8, Yosys 0.63+post, stock flow scripts
make -C /OpenROAD-flow-scripts/flow DESIGN_CONFIG=/design/flow/config.mk WORK_HOME=/design/flow/orfs finish
$ cat config.mk
export PLATFORM = sky130hd
export DESIGN_NAME = posit_scalar
export DESIGN_NICKNAME = posit_scalar
export VERILOG_FILES = /design/flow/design.v
export SDC_FILE = /design/flow/constraint.sdc
export NUM_CORES = 4
export LEC_CHECK = 1
export CORE_UTILIZATION = 50
$ cat constraint.sdc
current_design posit_scalar

set clk_period 1.0
set clk_io_pct 0.2

create_clock -name clk0 -period $clk_period [get_ports {clk}]

set non_clock_inputs [all_inputs -no_clocks]
set_input_delay [expr $clk_period * $clk_io_pct] -clock clk0 $non_clock_inputs
set_output_delay [expr $clk_period * $clk_io_pct] -clock clk0 [all_outputs]
$ cat design.v
module posit_scalar #(
  parameter posit_width = 8,   
  parameter es = 1,            
  localparam regime_width = $clog2(posit_width) + 1,   
  localparam frac_width = posit_width - es - 3,  
  localparam scale_width = es + regime_width,  
  localparam signed [scale_width-1:0] max_sf = (1 << es) * (posit_width - 2)  
  )(
  input clk,
  input reset,   
  input en,     
  input [1:0] opcode,  
  input a_zero_in, b_zero_in,
  input a_sign, b_sign,
  input [regime_width - 1 : 0] a_regime, b_regime,
  input [es - 1 : 0] a_exponent, b_exponent,
  input [frac_width - 1 : 0] a_fraction, b_fraction,
  input [posit_width - 1 : 0] a_abs, b_abs,
  input a_exception, b_exception,
  output reg greater_sign, smaller_sign,
  output reg [frac_width - 1 : 0] greater_fraction, smaller_fraction,
  output reg [scale_width - 1 : 0] shift, greater_sf,
  output reg a_zero_out, b_zero_out,
  output reg greater_is_a,
  output reg exception_flag
);
wire a_greater_b;
wire a_b_sf_same;
wire a_b_frac_same;
wire a_b_sign_dif;
wire sum_zero;
wire signed [scale_width - 1 : 0] ZERO_SF;
wire [scale_width - 1 : 0] a_sf, b_sf, a_abs_sf, b_abs_sf;
wire [scale_width * 2 : 0] mul_result_sf, div_result_sf;
wire a_zero_temp, b_zero_temp;
function [scale_width - 1 : 0] MaxMin_sf (input [scale_width * 2 : 0] in); 
    begin
        MaxMin_sf = ($signed(in) >  max_sf) ? max_sf :
                  ($signed(in) < -max_sf) ? -max_sf : in;
    end 
endfunction
assign a_zero_temp = a_zero_in;
assign b_zero_temp = b_zero_in;
assign a_greater_b = (a_abs > b_abs) ? 1'b1 : 1'b0;  
assign a_sf = (a_regime << es) + a_exponent;  
assign b_sf = (b_regime << es) + b_exponent;
assign mul_result_sf = $signed(a_sf) + $signed(b_sf);
assign div_result_sf = $signed(a_sf) - $signed(b_sf);
assign a_b_sf_same = (a_sf == b_sf) ? 1'b1 : 1'b0;
assign a_b_frac_same = (a_fraction == b_fraction) ? 1'b1 : 1'b0;
assign a_b_sign_dif = (a_sign != b_sign) ? 1'b1 : 1'b0;
assign sum_zero = (a_b_sf_same & a_b_frac_same & a_b_sign_dif & (opcode != 2'b01) ) || 
                    (a_b_sf_same & a_b_frac_same & (opcode == 2'b01) & (a_sign == b_sign));
assign ZERO_SF = -(((posit_width - 1) << es) + 1);
assign a_abs_sf = ({(scale_width){a_sf[scale_width - 1]}} ^ a_sf[scale_width - 1: 0]) + a_sf[scale_width - 1];
assign b_abs_sf = ({(scale_width){b_sf[scale_width - 1]}} ^ b_sf[scale_width - 1: 0]) + b_sf[scale_width - 1];
always @(posedge clk or posedge reset) begin
  if (reset) begin
    greater_fraction <= 0;
    smaller_fraction <= 0;
    shift <= 0;
    greater_sf <= 0;
    greater_sign <= 0;
    smaller_sign <= 0;
    a_zero_out <= 0;
    b_zero_out <= 0;
    exception_flag <= 0;
    greater_is_a <= 0;
  end
  else if (en) begin
    a_zero_out <= a_zero_temp;
    b_zero_out <= b_zero_temp;
    exception_flag <= a_exception | b_exception; 
    greater_is_a <= a_greater_b;
      if (opcode[1]) begin
          if (opcode[0]) begin   
                greater_sf <= MaxMin_sf(div_result_sf);
          end
          else begin   
              greater_sf <= MaxMin_sf(mul_result_sf);
          end
          greater_sign <= a_sign;
          smaller_sign <= b_sign;
          greater_fraction <= a_fraction;
          smaller_fraction <= b_fraction;
      end
      else begin
          if (sum_zero) begin
              greater_fraction <= 0;
              smaller_fraction <= 0;
              greater_sign <= 0;
              smaller_sign <= 0;
              greater_sf <= ZERO_SF;
          end
          else if (a_greater_b) begin  
              greater_fraction <= a_fraction;
              smaller_fraction <= b_fraction;
              greater_sign <= a_sign;
              smaller_sign <= b_sign;
              greater_sf <= a_sf;
              if (!a_sf[scale_width - 1] & !b_sf[scale_width - 1]) begin     
                  shift <= a_sf - b_sf;   
              end
              else if (!a_sf[scale_width - 1] & b_sf[scale_width - 1]) begin   
                  shift <= a_abs_sf + b_abs_sf; 
              end
              else begin
                  shift <= b_abs_sf - a_abs_sf;  
              end
          end
          else begin   
              greater_sign <= b_sign;
              smaller_sign <= a_sign;
              greater_fraction <= b_fraction;
              smaller_fraction <= a_fraction;
              greater_sf <= b_sf;
              if(!a_sf[scale_width - 1] & !b_sf[scale_width - 1]) begin  
                shift <= b_sf - a_sf;
              end
              else if (a_sf[scale_width - 1] & !b_sf[scale_width - 1]) begin  
                shift <= a_abs_sf + b_abs_sf;
              end
              else begin
                shift <= a_abs_sf - b_abs_sf;  
              end          
          end
      end
    end
  end
endmodule
==> metrics.yaml <==
syn_inst: 353
yosysSeqAreaShare_pct: 20.36
worstEpCategory: "sequential cell input"
rows: 27
syn_area_um2: 2950
status: "stopped before the end"
place.port_buffers: 68
fp_util_pct: 52.61
cts_sinks: 24
edf_count: 0
flop_cell: "dfrtp_1"
cts.path.max_buffers: 2
dp_hpwl_mm: 6.891
yosys_area_um2: 2950
worst_endpoint: "shift[4]$_DFFE_PP0P_/D"
ys_cells: 353
gp_congestion: 0.9391
async_reset_ff_share_pct: 100.0
dp_slack_ns: -2.292
synth_cell_type_count: 56
tool.error: "[ERROR DPL-0036] Detailed placement failed."
grt_max_degree: 25
cts_buffers: 3
numSynthFlops: 24
holdBufCountCts: 0
dieWidth_um: 78.82
htree_levels: 1
placed_area_um2: 4619
die_y_um: 78.82
ys.warnings.count: 1
cts_root_buf: "clkbuf_8"
ios: 69
lastStage: "global routing"
avgSynthCellArea_um2: 8.358
[logic make-up after synthesis]
logic type,Yosys count,share of synthesized area [%]
flip-flops,24,20.36
adder cells (fa/ha/maj),46,21.03
buffers and inverters,56,7.549
AND/OR/NAND/NOR,82,14.72
multiplexers,8,2.799
XOR/XNOR,29,8.609
AND-OR/OR-AND,108,24.94
[synthesized netlist by cell type, drive strengths merged, types with 3 or more instances]
library cell / instances / area share (%)
nand2b: 7 / 1.5
a2bb2oi: 3 / 0.89
nor2: 13 / 1.7
nand2: 19 / 2.4
nor3: 13 / 2.2
a21o: 14 / 3.6
buf: 9 / 1.6
xor2: 10 / 3.0
o211ai: 3 / 0.76
nand3: 9 / 1.5
o31ai: 3 / 0.93
a21oi: 28 / 5.3
mux2i: 6 / 2.0
o21ai: 26 / 4.4
ha: 40 / 17
a22o: 11 / 3.3
dfrtp: 24 / 20
clkbuf: 7 / 0.89
xnor2: 19 / 5.6
a31oi: 3 / 0.64
nor2b: 6 / 1.3
fa: 6 / 4.1
inv: 40 / 5.1
[per-stage QoR]
step	utilization, %	cells	total power (W)
after CTS	93.04	625	0.005541
after detailed placement	82.37	583	0.004409
after global placement	82.37	583	0.004346
after floorplan	-	353	0.002880
[repair_timing]
| action | CTS |
|---|---|
| setup endpoints to repair | 47 |
| gates resized | 227 |
| pin swaps | 75 |
| cloned | 4 |
| setup buffers | 35 |
No activity file was given, so power comes from the tool's default toggle rates.
