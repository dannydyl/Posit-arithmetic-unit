[flow/run.sh]
#!/bin/bash
# OpenROAD 26Q1-2900-gdf79404cd8, Yosys 0.63+post, stock flow scripts
make -C /OpenROAD-flow-scripts/flow DESIGN_CONFIG=/design/flow/config.mk WORK_HOME=/design/flow/orfs finish
[flow/design.v]
module divider#(
  parameter width = 25
)(
  input clk,
  input reset,
  input en,
  input [width - 1 : 0] num, den,
  output reg [width - 1 : 0] q, r,
  output reg done
);
integer count;
reg [width - 1 : 0] d;
wire [width : 0] s;
assign s = {1'b0, r} - {1'b0, d};
always @(posedge clk or posedge reset) begin
  if(reset) begin
    d <= 0;
    q <= 0;
    r <= 0;
    done <= 0;
    count <= 0;
  end else if(!en) begin
    d <= 0;
    q <= 0;
    r <= 0;
    done <= 0;
    count <= 0;
  end else begin
    if (count == 0) begin
      r <= num;
      q <= 0;
      d <= den;
      count <= count + 1;
    end else if (count < width) begin
      if (r == 0) begin
        done <= 1;
        count <= width;
      end else if (s[width]) begin
        r <= {r[width - 2 : 0], q[width - 1]};
        q <= q << 1;
        count <= count + 1;
      end else begin
        r <= {s[width - 1 : 0], q[width - 1]};
        q <= {q[width - 2 : 0], 1'b1};
        count <= count + 1;
      end
    end else begin
      done <= 1;
    end
  end
end
endmodule
[flow/constraint.sdc]
current_design divider

set clk_period 9.2
set clk_io_pct 0.2

create_clock -name clk0 -period $clk_period [get_ports {clk}]

set non_clock_inputs [all_inputs -no_clocks]
set_input_delay [expr $clk_period * $clk_io_pct] -clock clk0 $non_clock_inputs
set_output_delay [expr $clk_period * $clk_io_pct] -clock clk0 [all_outputs]
[flow/config.mk]
export PLATFORM = sky130hd
export DESIGN_NAME = divider
export DESIGN_NICKNAME = divider
export VERILOG_FILES = /design/flow/design.v
export SDC_FILE = /design/flow/constraint.sdc
export NUM_CORES = 4
export LEC_CHECK = 1
export CORE_UTILIZATION = 30
==> run_results.csv <==
group,metric,value,unit
cts,clock_path_buffers,2,
pwr,finalPower,2.16,mW
placement,post_dp_cell_area,7920,um2
global_route,grt_pass1_wl,29600,um
cts,cts_tree,"done",
yosys,aoi_share,0.194,
cts,cts_buffers,9,
critical_path,critPathTopFamily,"buffers and inverters",
cts,worstSkewPairLatency,360,ps
detailed_routing,num_antenna_cells,0,
floorplan,pin_count,104,
sta,fin_skew,8.94,ps
run,warnings,26,
placement,numPortBuffers,103,
sta,period_used_share,0.482,
hold_path,hp-class,"flip-flop to flip-flop",
critical_path,critical_path.reg2reg.startpoint,"r[22]",
global_route,grt_max_degree,59,
detailed_routing,wl,18500,um
yosys,synthDistinctLibCells,63,
yosys,synthCells,800,
yosys,numSynthFlops,108,
critical_path,worstSetupPathType,"primary input to flip-flop",
floorplan,core-area,21400,um2
critical_path,path_cells,"clkdlybuf4s50_1 > buf_4 > inv_2 > a31oi_2 > buf_4 > a21oi_4 > buf_4 > nand2_1 > o41ai_1",
critical_path,startpoint,"en",
detailed_routing,drt_iter0_drc,427,
cts,htree_levels,3,
detailed_routing,wl_per_cell,15.9,um
placement,gp_congestion,0.957,
sta,relSlewSlack,0.506,
yosys,ys_sh_mux,0.00453,
critical_path,end_kind,"flip-flop",
cts,post-cts-setup-buffer-count,0,
yosys,syn_area_per_cell,8.28,um2
outcome,outcome,"finished clean",
sta,fmax,225,MHz
yosys,synth-async-reset-ratio,1.00,
floorplan,die_height,151,um
global_route,antenna_found_initial,0,
critical_path,cp_data_required_time,9450,ps
critical_path,cp_max_fo,43,
yosys,simple_gate_area_frac,0.232,
sta,setup_viol,0,
detailed_routing,num_vias,5976,
detailed_routing,drc,0,
sta,tns,0,ps
cts,cts_hold_buf,0,
floorplan,std_cell_rows,53,
sta,rsz0062_at_grt,"false",
critical_path,cpPeakStageDelay,440,ps
placement,pre_cts_slack,4350,ps
yosys,synth-adder-area-share,0.0540,
sta,fin_ws,4760,ps
pwr,leakage,3.52,nW
global_route,grt_use_total,0.171,
yosys,syn-cell-area,6620,um2
yosys,flop_cell,"dfrtp_1",
critical_path,crit_buf_inv,5,
sta,hold_viol_final,0,
placement,hpwlAfterDp,12900,um
critical_path,path_common_cell,"buf_4",
cts,cts.clk_slew.worst_paths,80,ps
detailed_routing,via_per_inst,5.14,
sta,worst_pin_slew,741,ps
run,maxCapViolCount,0,
floorplan,core_util_floorplan,0.310,
yosys,xor_share,0.0529,
cts,cts_resized,0,
yosys,yosys_cells,800,
critical_path,start_kind,"primary input",
critical_path,cp_slowest_cell,"inv_2",
floorplan,die_w,151,um
cts,clockRootBuffer,"clkbuf_16",
cells_and_area,area_delta_synth_final,24.1,%
global_route,grt_pass1_vias,5517,
cells_and_area,fin_area,8220,um2
global_route,grt-ovfl-total,0,
sta,slew_viol_final,0,
sta,min_period,4440,ps
pwr,powerDensity,263,nW/um2
yosys,yosys_area,6620,um2
pwr,irDropWorstVdd,0.000120,V
yosys,ys_seq_frac,0.408,
critical_path,cp_data_arrival_time,4690,ps
floorplan,chipArea,22700,um2
detailed_routing,drt_pass1_iterations,5,
yosys,edf_count,0,
cts,clock_sinks,108,
detailed_routing,ant_nets,0,
cells_and_area,drive_above_1_share,0.0530,
hold_path,min_from,"q[4]",
yosys,yosys_warnings,1,
yosys,topCombFamilyByArea,"simple AND/OR/NAND/NOR gates",
cell families (layout without fill, tap and decap cells):
group,after synthesis,in the layout
DFF,108,108
AOI/OAI and AO/OA,196,196
muxes,3,3
and+or+nand+nor,336,336
adders and majority gates,28,28
xor gates and xnor gates,40,40
buffers and inverters,89,176
final cells by class:
cell class              count  area (um2)
well taps                 275         344
repair buffers            115        1120
clock inverters             6        71.3
fillers                  2158       13100
multi-input cells         603        3580
flip-flops and latches    108        2700
clock buffers              10         229
inverters                  45         171
registers in the layout, indices dropped and copies added, names as in the netlist:
signal  flops
count      32
d          25
q          25
r          25
done        1
layer usage:
| layer | routed length [um] | GRT usage |
|---|---|---|
| met5 | 0 | 0 |
| met4 | 238 | 0.0210 |
| met3 | 1220 | 0.0352 |
| met2 | 8230 | 0.256 |
| met1 | 8820 | 0.267 |
worst register-to-register path: stages, from the launching register on:
cell      delay (ps)
dfrtp_1          450
ha_1             390
a21o_1           230
a21o_1           180
a21o_1           210
a41oi_1          170
buf_4            300
or2_1            630
a211oi_1         240
o31ai_1          270
layout by cell type (no fill, tap or decap), drive strengths merged, types with 7 or more instances in the layout:
master / Yosys / layout
nand2: 148 / 148
dfrtp: 108 / 108
clkdlybuf4s50: 0 / 103
nor2: 63 / 63
a21oi: 61 / 61
nand3: 52 / 52
inv: 45 / 48
o21ai: 34 / 34
ha: 27 / 27
xnor2: 21 / 21
xor2: 19 / 19
nor3: 18 / 18
nor4: 17 / 17
a211oi: 17 / 17
buf: 13 / 12
a21o: 12 / 12
o31ai: 10 / 10
o211ai: 10 / 10
nand4: 10 / 10
a31oi: 10 / 10
clkbuf: 31 / 10
o21a: 7 / 7
and3: 7 / 7
metrics by stage:
stage / utilization / hold WS, ps / std cells
after floorplan: - / 438 / 800
after global placement: 0.371 / 484 / 1146
after detailed placement: 0.371 / 486 / 1146
after CTS: 0.385 / 504 / 1162
after global routing: 0.385 / 536 / 1162
final: 0.385 / 500 / 1162
power by group:
part / internal (mW) / switching [mW] / leakage [nW]
registers: 0.529 / 0.0914 / 1.47
logic: 0.498 / 0.637 / 1.91
clock network: 0.215 / 0.187 / 0.145
path summary, 6_finish.rpt:
kind | endpoint | slack (ps) | cells after the start
worst max-delay path | count[6] | 4760 | 9
worst min register to register | q[4] | 500 | 2
max in group asynchronous | d[14] | 6080 | 3
min in group asynchronous | q[4] | 1970 | 2
worst max register to register | r[4] | 6020 | 9
worst min-delay path | q[4] | 500 | 2
synthesized netlist by cell type (4+ instances only):
master    instances  area share
a21o_1           12       0.014
a31oi_1           9      0.0085
nor2_1           63       0.036
nor3_1           15       0.011
xnor2_1          21       0.028
o21ai_1           5      0.0038
xor2_1           19       0.025
nand2_1         148       0.084
o21ai_0          29       0.022
o221ai_1          4      0.0053
nor2b_1           4      0.0038
nand4_1           9      0.0085
o21bai_1          4      0.0045
a21oi_1          59       0.045
ha_1             27       0.051
inv_1            44       0.025
nor4_1           17       0.016
dfrtp_1         108        0.41
nand2b_1          4      0.0038
clkbuf_1         31       0.018
a211oi_1         16       0.018
o211ai_1          9       0.010
o21a_1            7      0.0079
and3_1            7      0.0066
buf_2            10      0.0076
o31ai_1          10       0.011
nand3_1          52       0.039
Power figures rest on the tool's default switching activity, not on a simulated workload.
