--- flow/design.v ---
module posit_encoder#(
  parameter posit_width = 8,
  parameter es = 1,
  localparam frac_width = posit_width - es - 3,  
  localparam regime_width = $clog2(posit_width) + 1,   
  localparam scale_width = es + regime_width,  
  localparam long_width = 2 * posit_width,  
  localparam signed [scale_width-1:0] max_sf = (1 << es) * (posit_width - 2),  
  localparam [posit_width-1:0] NaR = {1'b1, {(posit_width - 1){1'b0}}}  
)(
  input clk,
  input reset,
  input en,
  input sign,
  input [posit_width - 1 : 0] frac,
  input [scale_width - 1 : 0] sf,
  input exception,
  input zero_in,
  output reg [posit_width - 1 : 0] ans,
  output reg zero,
  output reg ready,
  output reg exception_flag
);
wire [scale_width - 1 : 0] abs_sf;
wire [es - 1 : 0] exp;
wire [regime_width - 1 : 0] regime, reg_shift;
wire [1:0] reg_pre;
wire [long_width - 1 : 0] temp_long_ans, temp_shift;
wire sticky, guard, round, nom;
wire [posit_width - 1 : 0] temp_ans;
assign abs_sf = ({(scale_width){sf[scale_width - 1]}} ^ sf[scale_width - 1 : 0]) + sf[scale_width - 1];
assign exp = (sf[scale_width - 1]) ? sf[es - 1 : 0] : abs_sf[es - 1 : 0];  
assign regime = (sf[scale_width - 1]) ? ~(sf >> es) + 1'b1 : abs_sf >> es; 
assign reg_pre = (sf[scale_width - 1]) ? 2'b01 : 2'b10; 
assign temp_long_ans[long_width - 1 : 0] = {reg_pre, exp, frac[posit_width - 2 : 0], {(posit_width-es-1){1'b0}}}; 
assign temp_shift = (sf[scale_width - 1]) ? $signed(temp_long_ans) >>> (regime - 1) : $signed(temp_long_ans) >>> regime;  
assign guard = temp_shift[posit_width];
assign round = temp_shift[posit_width - 1]; 
assign sticky = |temp_shift[posit_width - 2 : 0];
assign nom = guard & (round | sticky);
assign temp_ans = {1'b0, temp_shift[long_width-1:posit_width+1]};  
always @(posedge clk or posedge reset) begin
  if (reset) begin
    ans <= 0;
    zero <= 0;
    ready <= 0;
    exception_flag <= 0;
  end else if (en) begin
    ans <= ({(posit_width){sign}} ^ temp_ans) + sign;
    zero <= ~|temp_ans;
    ready <= 1'b1;
    if(exception) begin
      ans <= NaR;
    end else if (zero_in) begin
      ans <= 0;
    end
    exception_flag <= exception;
  end else begin
    ready <= 0;
  end
end
endmodule
--- flow/run.sh ---
#!/bin/bash
# OpenROAD 26Q1-2900-gdf79404cd8, Yosys 0.63+post, stock flow scripts
make -C /OpenROAD-flow-scripts/flow DESIGN_CONFIG=/design/flow/config.mk WORK_HOME=/design/flow/orfs finish
--- flow/config.mk ---
export PLATFORM = sky130hd
export DESIGN_NAME = posit_encoder
export DESIGN_NICKNAME = posit_encoder
export VERILOG_FILES = /design/flow/design.v
export SDC_FILE = /design/flow/constraint.sdc
export NUM_CORES = 4
export LEC_CHECK = 1
export CORE_AREA = 10 10 99 99
export DIE_AREA = 0 0 109 109
--- flow/constraint.sdc ---
current_design posit_encoder

set clk_period 1.0
set clk_io_pct 0.2

create_clock -name clk0 -period $clk_period [get_ports {clk}]

set non_clock_inputs [all_inputs -no_clocks]
set_input_delay [expr $clk_period * $clk_io_pct] -clock clk0 $non_clock_inputs
set_output_delay [expr $clk_period * $clk_io_pct] -clock clk0 [all_outputs]
==> results.txt <==
status -> complete, but fails checks
failing checks -> negative setup slack
FMAX -> 331.6 MHz
largest net degree at the start of global routing -> 14
post-synthesis register bit count -> 11
Synth Seq Share -> 0.2216
first-pass iteration count of the detailed router -> 4
R2R Path Start -> ans[5]$_DFFE_PP0P_
worst r2r dst -> ans[5]$_DFFE_PP0P_
worst-path cell chain -> buf_8 > inv_4 > ha_4 > a21oi_2 > ha_1 > nand2b_4 > and2_4 > mux4_2 > mux2_4 > and2_4 > xnor2_4 > ha_4 > and2_4 > a31oi_2 > or3_1 > a32o_1
Vias/cell -> 4.100
first-pass GRT wire length -> 6348 µm
VDD IR max -> 0.3661 mV
critical path endpoint category -> register
Port-buffer cells -> 25
drt drc -> 0
Final Max Slew Viols -> 0
Async S/R FF share, synth -> 1.000
Final min period -> 3.016 ns
Worst-Margin Slew -> 0.4312 ns
area grow syn2layout -> 94.96%
synthesis area per yosys -> 0.001242 mm²
top post-synthesis cells by count -> nor2_1, dfrtp_1, o21ai_0, ha_1, nand2_1
yosys warns -> 1
ys cells -> 144
Top cell area share -> 0.2216
Worst Path Max Fanout -> 3
Core Footprint -> 0.007727 mm²
fin area -> 0.002422 mm²
initial antenna violation count -> 0
Synth Cell Area -> 0.001242 mm²
hold buffers post-CTS -> 0
RSZ-0062 raised after global routing -> true
slowest CP cell -> mux4_2
DR WL/cell -> 10.85 µm
gr usage total -> 0.06217
via count -> 1431
WP data arrival -> 3.13 ns
latest clock arrival within the worst-skew pair -> 0.23 ns
CTS tree -> built
routability congestion estimate -> 0.8959
layout cells sized above 1 -> 0.5789
placed inst area -> 0.002095 mm²
die area -> 0.01188 mm²
final number of hold-violating endpoints -> 0
total clock buffers created by CTS -> 3
pre-CTS setup slack -> -2.834 ns
Setup Skew -> 0 ns
std cell rows -> 32
cycle use final -> 3.016
Root Driver -> clkbuf_8
worst path bufs/invs -> 2
reg2reg setup slack -> 0.02 ns
CP delay by family, top -> simple AND/OR/NAND/NOR gates
post-synth top area cell -> dfrtp_1
final worst slack -> -2.016 ns
CTS sink cnt -> 11
Clock Pin Slew Worst Setup and Hold Paths -> 0.05 ns
Rel. slew slack -> 0.7120
io pins -> 30
count of library flops with an enable pin -> 0
Clock Path Buffers -> 2
hold crit path type -> in2async
H-Tree Depth -> 1
Fin Hold WS -> 0.2521 ns
Detailed Route Iter0 Violations -> 26
R2R depth -> 4
Max-cap violations -> 0
ANT cells -> 0
placed wire-length estimate -> 3015 µm
Crit path required time -> 1.12 ns
final setup fails -> 9
most common cell in the netlist -> nor2_1
crit-path most repeated cell -> and2_4
FILL cells -> 783
syn avg cell area -> 8.628 µm²
CP Class -> in2reg
Log Warnings -> 35
Initial Utilization -> 0.1608
Crit path largest cell delay -> 0.48 ns
WL final -> 3788 µm
Routed Antenna Nets -> 0
Die Y -> 109 µm
CP startpoint kind -> input pin
Unique cell types -> 53
P per Cell Area -> 1047 mW/mm²
Synth area leaders -> dfrtp_1, ha_1, o21ai_0, mux4_2, nor2_1
cells after synthesis -> 144
Die X -> 109 µm
vias in the first global route -> 1368
grt total ovfl -> 0
Post-synth top flop -> dfrtp_1
Design Power -> 2.536 mW
Leak -> 1.050 nW
==> placed cells by master (no fill, tap or decap), types with 3 or more instances in the layout <==
master / instances
inv_1: 3
nand3_1: 4
clkbuf_2: 7
clkbuf_8: 3
a31oi_1: 4
o21ai_1: 5
nand2_2: 3
buf_6: 8
a22o_1: 4
o21a_1: 3
buf_2: 3
o21ai_0: 7
ha_4: 7
nor3_1: 4
buf_4: 71
clkdlybuf4s50_1: 10
mux2i_1: 3
nand2_1: 7
nor2_1: 11
and2_4: 3
dfrtp_1: 11
==> cells by family after synthesis <==
family / after synthesis / synth area share
AND-OR/OR-AND: 46 / 0.2790
XOR/XNOR: 6 / 0.04230
adder cells (fa/ha/maj): 8 / 0.08057
buffers and inverters: 12 / 0.04733
flip-flops: 11 / 0.2215
multiplexers: 8 / 0.09063
AND/OR/NAND/NOR: 53 / 0.2387
==> timing repair <==
item / in CTS / in global routing
resized: 60 / 28
endpoints found under the setup margin: 21 / 16
pin swaps: 15 / 11
buffers inserted: 10 / 9
cloned: 0 / 0
==> flip-flops by register name, summed over array words and instances, names as in the netlist <==
signal,count
ready,1
ans,8
zero,1
exception_flag,1
==> cell type report <==
cell class                 count  area (µm²)  area share
clock buffer                   4       45.04     0.01860
inverter                       8       38.79     0.01601
multi-input combinational    121        1114      0.4597
sequential                    11       275.3      0.1136
tap                          102       127.6     0.05269
timing repair buffer         103       822.0      0.3394
==> worst register-to-register path: cells and delay by family (launching register included) <==
| kind | cells | cell delay [ns] |
|---|---|---|
| DFF | 1 | 0.34 |
| and+or+nand+nor | 3 | 0.46 |
| AOI/OAI and AO/OA | 1 | 0.10 |
==> worst max path at each step <==
stage,from,cells after the start,end
CTS,sf[1],16,ans[6]$_DFFE_PP0P_
global route,sf[4],16,ans[6]$_DFFE_PP0P_
finish,sf[1],16,ans[6]$_DFFE_PP0P_
==> metal layers <==
metal	global-route usage	part of all wire	vias up
met5	0	0	-
met4	0.008475	0.010	0
met3	0.007766	0.034	2
met2	0.09126	0.41	25
met1	0.09649	0.54	650
li1	-	-	754
==> per-stage QoR <==
stage | std cells | setup TNS [ns] | util
2_1_floorplan | 144 | -16.72 | -
3_3_place_gp | 326 | -22.55 | 0.2710
3_5_place_dp | 326 | -22.89 | 0.2710
4_1_cts | 340 | -15.40 | 0.2924
5_1_grt | 349 | -16.55 | 0.3135
6_report | 349 | -15.41 | 0.3135
==> where the power goes <==
part / internal (mW) / switching [mW]
clock: 0.278 / 0.149
sequential: 0.490 / 0.0203
combinational: 0.932 / 0.667
Power is estimated from default activity; no workload was simulated.
